$ cat config.mk
export PLATFORM = sky130hd
export DESIGN_NAME = keyboard
export DESIGN_NICKNAME = keyboard
export VERILOG_FILES = /design/flow/design.v
export SDC_FILE = /design/flow/constraint.sdc
export NUM_CORES = 4
export LEC_CHECK = 1
export CORE_UTILIZATION = 30
$ cat constraint.sdc
current_design keyboard

set clk_period 3.1
set clk_io_pct 0.2

create_clock -name clk0 -period $clk_period [get_ports {clk}]

set non_clock_inputs [all_inputs -no_clocks]
set_input_delay [expr $clk_period * $clk_io_pct] -clock clk0 $non_clock_inputs
set_output_delay [expr $clk_period * $clk_io_pct] -clock clk0 [all_outputs]
$ cat design.v
module keyboard
    (
        input wire clk, reset,
        input wire ps2d, ps2c,                
        output wire [7:0] scan_code,          
        output wire scan_code_ready,          
        output wire letter_case_out           
    );
    localparam  BREAK    = 8'hf0,  
                SHIFT1   = 8'h12,  
                SHIFT2   = 8'h59,  
                CAPS     = 8'h58;  
    localparam [2:0]    lowercase          = 3'b000,  
                        ignore_break       = 3'b001,  
                        shift              = 3'b010,  
                        ignore_shift_break = 3'b011,  
                        capslock           = 3'b100,  
                        ignore_caps_break  = 3'b101;  
    reg [2:0] state_reg, state_next;            
    wire [7:0] scan_out;                        
    reg got_code_tick;                          
    wire scan_done_tick;                        
    reg letter_case;                            
    reg [7:0] shift_type_reg, shift_type_next;  
    reg [1:0] caps_num_reg, caps_num_next;      
    ps2_rx ps2_rx_unit (.clk(clk), .reset(reset), .rx_en(1'b1), .ps2d(ps2d), .ps2c(ps2c), .rx_done_tick(scan_done_tick), .rx_data(scan_out));
    always @(posedge clk, posedge reset)
        if (reset)
            begin
            state_reg      <= lowercase;
            shift_type_reg <= 0;
            caps_num_reg   <= 0;
            end
        else
            begin    
            state_reg      <= state_next;
            shift_type_reg <= shift_type_next;
            caps_num_reg   <= caps_num_next;
            end
    always @*
    begin
        got_code_tick   = 1'b0;
        letter_case     = 1'b0;
        caps_num_next   = caps_num_reg;
        shift_type_next = shift_type_reg;
        state_next      = state_reg;
        case(state_reg)
            lowercase:
            begin  
                if(scan_done_tick)                                                                     
                begin
                    if(scan_out == SHIFT1 || scan_out == SHIFT2)                                       
                    begin
                        shift_type_next = scan_out;                                                    
                        state_next = shift;                                                            
                    end
                else if(scan_out == CAPS)                                                          
                begin
                    caps_num_next = 2'b11;                                                         
                    state_next = capslock;                                                         
                end
                else if (scan_out == BREAK)                                                        
                    state_next = ignore_break;                                                     
                else                                                                               
                    got_code_tick = 1'b1;                                                          
                end    
            end
            ignore_break:
            begin
                if(scan_done_tick)                                                                     
                    state_next = lowercase;                                                            
            end
            shift:
            begin
                letter_case = 1'b1;                                                                    
                if(scan_done_tick)                                                                     
                begin
                    if(scan_out == BREAK)                                                              
                        state_next = ignore_shift_break;                                               
                    else if(scan_out != SHIFT1 && scan_out != SHIFT2 && scan_out != CAPS)              
                        got_code_tick = 1'b1;                                                          
                end
            end
            ignore_shift_break:
            begin
                if(scan_done_tick)                                                                 
                begin
                    if(scan_out == shift_type_reg)                                                 
                        state_next = lowercase;                                                    
                    else                                                                           
                        state_next = shift;
                end
            end  
            capslock:
            begin
                letter_case = 1'b1;                                                                
                if(caps_num_reg == 0)                                                              
                    state_next = lowercase;                                                    
                if(scan_done_tick)                                                                 
                begin 
                    if(scan_out == CAPS)                                                           
                        caps_num_next = caps_num_reg - 1;                                          
                    else if(scan_out == BREAK)                                                     
                        state_next = ignore_caps_break;            
                    else if(scan_out != SHIFT1 && scan_out != SHIFT2)                              
                        got_code_tick = 1'b1;                                                      
                end
            end
            ignore_caps_break:
            begin
                if(scan_done_tick)                                                                 
                begin
                    if(scan_out == CAPS)                                                           
                        caps_num_next = caps_num_reg - 1;                                          
                    state_next = capslock;                                                         
                end
            end
        endcase
    end
    assign letter_case_out = letter_case; 
    assign scan_code_ready = got_code_tick;
    assign scan_code = scan_out;
endmodule
module ps2_rx
    (
        input wire clk, reset, 
        input wire ps2d, ps2c, rx_en,     
        output reg rx_done_tick,          
        output wire [7:0] rx_data         
    );
    localparam 
        idle = 1'b0,
        rx   = 1'b1;
    reg state_reg, state_next;           
    reg [7:0] filter_reg;                
    wire [7:0] filter_next;              
    reg f_val_reg;                       
    wire f_val_next;                     
    reg [3:0] n_reg, n_next;             
    reg [10:0] d_reg, d_next;            
    wire neg_edge;                       
    always @(posedge clk, posedge reset)
        if (reset)
        begin
            filter_reg <= 0;
            f_val_reg  <= 0;
        end
        else
        begin
            filter_reg <= filter_next;
            f_val_reg  <= f_val_next;
        end
    assign filter_next = {ps2c, filter_reg[7:1]};
    assign f_val_next = (filter_reg == 8'b11111111) ? 1'b1 :
                (filter_reg == 8'b00000000) ? 1'b0 :
                f_val_reg;
    assign neg_edge = f_val_reg & ~f_val_next;
    always @(posedge clk, posedge reset)
        if (reset)
        begin
            state_reg <= idle;
            n_reg <= 0;
            d_reg <= 0;
        end
        else
        begin
            state_reg <= state_next;
            n_reg <= n_next;
            d_reg <= d_next;
        end
    always @*
    begin
        state_next = state_reg;
        rx_done_tick = 1'b0;
        n_next = n_reg;
        d_next = d_reg;
        case (state_reg)
            idle:
                if (neg_edge & rx_en)                  
                begin
                    n_next = 4'b1010;              
                    state_next = rx;               
                end
            rx:                                            
            begin
                if (neg_edge)                          
                begin
                    d_next = {ps2d, d_reg[10:1]};  
                    n_next = n_reg - 1;            
                end
                if (n_reg==0)                          
                begin
                     rx_done_tick = 1'b1;          
                     state_next = idle;            
                end
            end
        endcase
    end
    assign rx_data = d_reg[8:1];  
endmodule
$ cat run.sh
#!/bin/bash
# OpenROAD 26Q1-2900-gdf79404cd8, Yosys 0.63+post, stock flow scripts
make -C /OpenROAD-flow-scripts/flow DESIGN_CONFIG=/design/flow/config.mk WORK_HOME=/design/flow/orfs finish
==> impl_results.rst <==
Metrics
=======

.. list-table::
   :header-rows: 1

   * - Metric
     - Value
   * - Result of the run
     - finished clean
   * - Hold crit path type
     - reg -> reg
   * - Num CTS Buffers
     - 5
   * - Number of warning messages in the logs
     - 25
   * - CP startpoint
     - ps2_rx_unit.n_reg[0]
   * - Highest fanout seen on the critical path
     - 9
   * - Top-Level Pins
     - 14
   * - Via count of the first global-routing pass
     - approximately 1100
   * - Number of placed cells counting well taps
     - roughly 230
   * - Final antenna-violating net count
     - 0
   * - Maximum level of the CTS H-tree
     - 2
   * - Endpoint, Worst Hold
     - ps2_rx_unit.filter_reg[1]
   * - Cell at the root of the clock tree
     - clkbuf_8
   * - Port-buffer cells
     - 13
   * - Die Span X
     - slightly above 80 um
   * - Crit Reg-Reg Endpoint
     - shift_type_reg[6]
   * - Data arrival time at the worst-slack endpoint
     - between 2 and 2.5 ns
   * - Power density over the cells
     - ~480 nW/um2
   * - Detailed-route vias per instance
     - between 4 and 5
   * - Yosys stat cell total
     - between 150 and 200
   * - Period Utilization, post-route
     - between 80% and 90%
   * - Area Growth Syn to Fin
     - 14.4%
   * - Final non-filler cell area
     - 2130 um2
   * - Max Root-Sink Buffers
     - 2
   * - Num Clock Sinks
     - 40
   * - All-Layer GR Usage
     - around 11%
   * - N_diodes
     - 0
   * - Startpoint of the lowest-slack hold path
     - ps2_rx_unit.filter_reg[2]
   * - Primary flip-flop cell chosen by synthesis mapping
     - dfrtp_1
   * - Sum of negative setup slack
     - 0 ns
   * - Hold path depth
     - 0
   * - Data required, critical path
     - between 2 and 2.5 ns
   * - Maximum operating frequency
     - 375 MHz
   * - Die area
     - between 6000 and 7000 um2
   * - Remaining design rule violation count
     - 0
   * - Tally of max-capacitance violations
     - 0
   * - Slack of the worst reg-to-reg path
     - around 1.2 ns
   * - Fraction of final layout cells sized beyond drive strength 1
     - 20.0%
   * - Number of library cell types mapped by synthesis
     - between 40 and 50
   * - Final number of max-transition violations
     - 0
   * - Row Count
     - 28
   * - Share of the yosys chip area belonging to registers
     - 53.7%
   * - Initial DRT Pass Iterations
     - 4
   * - Worst reg2reg startpoint
     - ps2_rx_unit.n_reg[0]
   * - HPWL after detailed placement
     - a little over 2000 um
   * - Insertion delay at the late pin of the worst-skew pair
     - roughly 0.29 ns
   * - Fin worst setup slack
     - roughly 0.43 ns
   * - WS Path Type
     - reg -> out
   * - TritonCTS clock tree
     - done
   * - Flip-flop and latch count after synthesis
     - around 40
   * - Number of hold violations in the final report
     - 0
   * - Fraction of registers with async set/reset
     - approximately 100%
   * - Post-detailed-placement cell area
     - around 2000 um2
   * - Number of cells in the finished layout apart from fillers
     - between 200 and 250
   * - Worst vdd ir
     - 0.225 mV
   * - Share of the core filled by cells before placement
     - a little under a third
   * - Hold-fix buffers, CTS
     - 0
   * - Antenna violations before repair
     - 0
   * - Count of routing violations after the opening detailed-route iteration
     - 69
   * - Chip area from the yosys synthesis statistics
     - around 1900 um2
   * - Clock skew
     - around 0.0070 ns
   * - Grt total ovfl
     - 0
   * - Post-synthesis cell count
     - between 150 and 200
   * - Final setup viols
     - 0
   * - Synth warn
     - 2
   * - Flip-flops with a built-in enable
     - 0
   * - Pre-CTS worst setup slack
     - about 0.77 ns
   * - Average instance area after synthesis
     - roughly 12 um2
   * - Worst slew margin relative to its limit
     - a little under two thirds
   * - Routability-driven placement congestion ratio
     - between 0.7 and 0.8
   * - Hold Worst Slack
     - 0.419 ns
   * - Number of flip-flops under the largest register name
     - 10
   * - Unrepaired setup endpoints after global routing
     - no
   * - Mapped Area
     - around 1900 um2
   * - Core box area
     - slightly below 6000 um2
   * - Global-route wire length before repair
     - 5530 um
   * - Die Y
     - between 80 and 90 um
   * - # Post-CTS Setup Buffers
     - 0
   * - Number of cell instances on the worst register-to-register path
     - 6
   * - Clock period minus worst slack
     - around 2.7 ns
   * - Detailed-route via count
     - between 1000 and 1500
   * - Number of resized instances in the post-cts repair step
     - 0
   * - Leakage
     - slightly above 0.001 uW
   * - Largest net degree at the start of global routing
     - between 40 and 50
   * - Clock slew at reported path FFs
     - around 0.07 ns
   * - Final routed wire length divided by cell count
     - approximately 13 um
   * - Final routed wirelength across all metal layers
     - around 3000 um
   * - Crit path capture type
     - output port
   * - Worst Tran Pin Value
     - between 0.5 and 0.6 ns
   * - Nature of the critical path startpoint
     - flop
==> metrics by stage <==
| step | util, % | power (uW) |
|---|---|---|
| after detailed placement | 33.7 | 569 |
| after global routing | 35.8 | 1060 |
| after CTS | 35.8 | 1030 |
| after global placement | 33.7 | 568 |
| final | 35.8 | 1020 |
| after floorplan | - | 559 |
==> synth_stat cells, types with 2 or more instances <==
cell type	instances	area, um2
o21ai_0	9	45.0
nor4_2	2	25.0
inv_1	9	33.8
buf_2	2	10.0
nor2_1	2	7.51
or3_1	3	18.8
nor4_1	2	12.5
nand4_1	7	43.8
mux2_2	7	78.8
buf_4	9	67.6
mux2i_1	2	20.0
nand2_1	14	52.6
dfrtp_1	39	976
nor2b_1	3	18.8
o211ai_1	2	15.0
xor2_1	8	70.1
ha_1	2	25.0
mux2_4	7	105
==> worst max path at each step <==
stage | to | slack, ns | depth (start not counted)
after CTS | scan_code_ready | 0.44 | 5
after global routing | scan_code_ready | 0.34 | 5
final | scan_code_ready | 0.43 | 5
==> power breakdown <==
part	internal, uW	leakage (uW)	switching [uW]
logic	7.29	0.000419	13.6
registers	530	0.000534	6.98
clock network	284	0.0000645	178
total	821	0.00102	199
==> metal layers <==
| metal | vias up | wire (um) | GRT usage (%) |
|---|---|---|---|
| met1 | 525 | 1620 | 19.7 |
| met3 | 6 | 94 | 2.17 |
| met5 | - | 0 | 0 |
| met2 | 14 | 1260 | 14.6 |
| li1 | 555 | - | - |
| met4 | 0 | 49 | 1.61 |
==> worst max-delay path: stages (launching register included) <==
cell	delay, ns
dfrtp_1	0.39
inv_1	0.09
ha_1	0.18
and4bb_1	0.41
and4_1	0.24
clkdlybuf4s50_1	0.45
==> final cells by class <==
cell class	count	area, um2
Clock buffer	7	96.3
Clock inverter	1	30.0
Fill cell	576	3820
Inverter	9	33.8
Multi-Input combinational cell	94	741
Sequential cell	40	1000
Tap cell	75	93.8
Timing Repair Buffer	14	138
==> logic make-up (layout without fill, tap and decap cells) <==
group                      after synthesis  count (layout)  share of synthesized area, %
DFF                                     40              40                          53.7
muxes                                   16              16                          10.9
xor gates and xnor gates                 8               8                          3.76
AOI/OAI and AO/OA                       18              18                          5.97
and+or+nand+nor                         50              50                          17.7
adders and majority gates                2               2                          1.34
buffers and inverters                   21              31                          6.57
==> cells in the final DEF (no fill, tap or decap), drive strengths merged, types with 2 or more instances in the layout <==
master / Yosys / routed
xor2: 8 / 8
nor2: 3 / 3
or2: 2 / 2
clkbuf: 0 / 7
inv: 9 / 9
or3: 3 / 3
clkdlybuf4s50: 0 / 13
nand2: 14 / 14
nand4: 8 / 8
ha: 2 / 2
o211ai: 2 / 2
mux2i: 2 / 2
mux2: 14 / 14
nor2b: 3 / 3
nor4: 4 / 4
and4bb: 2 / 2
o21ai: 11 / 11
dfrtp: 39 / 39
nor4b: 2 / 2
Power figures rest on the tool's default switching activity, not on a simulated workload.
